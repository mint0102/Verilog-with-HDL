==> /design/flow/config.mk <==
export PLATFORM = sky130hd
export DESIGN_NAME = clk
export DESIGN_NICKNAME = clk
export VERILOG_FILES = /design/flow/design.v
export SDC_FILE = /design/flow/constraint.sdc
export NUM_CORES = 4
export LEC_CHECK = 1
export CORE_UTILIZATION = 30
==> /design/flow/constraint.sdc <==
current_design clk

set clk_period 7.5
set clk_io_pct 0.2

create_clock -name clk0 -period $clk_period [get_ports {CLK}]

set non_clock_inputs [all_inputs -no_clocks]
set_input_delay [expr $clk_period * $clk_io_pct] -clock clk0 $non_clock_inputs
set_output_delay [expr $clk_period * $clk_io_pct] -clock clk0 [all_outputs]
==> /design/flow/design.v <==
module clk (CLK, button, clock);
input  CLK;
input  button;
output reg clock = 1'b0;
integer i = 0;
always @(posedge CLK)
begin
	if( button == ~button )
	begin
		i = 0;
	end	
	i = i+1;
	if( i == 250000000)
	begin
		i = 0;
		clock = ~clock;
	end
end
endmodule
==> /design/flow/run.sh <==
#!/bin/bash
# OpenROAD 26Q1-2900-gdf79404cd8, Yosys 0.63+post, stock flow scripts
make -C /OpenROAD-flow-scripts/flow DESIGN_CONFIG=/design/flow/config.mk WORK_HOME=/design/flow/orfs finish
==> impl_metrics.csv <==
group,metric,value,unit
run_status,status,"finished clean",
logic_synthesis,adder_share,0.674,%
pwr,p_seq_share,58.5,%
pwr,switching_share,20.2,%
pwr,vdd_drop_max,0.0470,mV
grt,grt_pass1_wl,6450,um
clock_tree,cts.sinks,33,
final_timing,timing.final.ws_setup,4.26,ns
pwr,pwr-share-comb,0,%
logic_synthesis,synthDistinctLibCells,54,
clock_tree,htreeDepth,2,
final_timing,max_freq,0.309,GHz
clock_tree,post_cts_buffers,0,
setup_path,cp.arrival,3.37,ns
logic_synthesis,xor_share,9.91,%
floorplanning,dieWidth,80.6,um
cells_and_area,fin_util,33.0,%
cells_and_area,stdcell_area,1960,um^2
detailed_routing,num_vias,1460,
logic_synthesis,top_area_share,34.5,%
pwr,powerDensity,153,nW/um^2
pwr,p_int,240,uW
logic_synthesis,ys_sh_mux,0,%
placed_design,globalplace.congestion,0.815,
setup_path,worstSetupPathType,"reg2reg",
logic_synthesis,syn_area_per_cell,8.96,um^2
logic_synthesis,ys_cells,207,
placed_design,place_area,1880,um^2
grt,globalRouteOverflowTotal,0,
floorplanning,core_util_floorplan,31.2,%
pwr,totalPowerFinal,301,uW
final_timing,finalClockPeriodUsage,43.2,%
placed_design,post-dp-hpwl,2650,um
logic_synthesis,syn_area,1860,um^2
clock_tree,path_clk_slew,0.06,ns
clock_tree,numCtsBuffers,5,
logic_synthesis,yosys_warnings,1,
pwr,p_leak,0.648,nW
hold_path,hold_path.class,"reg2reg",
grt,grt_usage,13.0,%
final_timing,slew_headroom,40.7,%
job,warnings,26,
detailed_routing,drc,0,
detailed_routing,drtAntennaViolNets,0,
logic_synthesis,postSynth.asyncResetShare,0,%
final_timing,finalSetupViolations,0,
detailed_routing,post_drt_wl_per_cell,13.2,um
clock_tree,root_buffer,"clkbuf_8",
placed_design,dp_slack,4.29,ns
pwr,netSwitchingPower,60.8,uW
logic_synthesis,numSynthFlops,33,
clock_tree,cts_tree,"yes",
final_timing,hold_ws,0.479,ns
grt,antenna_found_initial,0,
final_timing,drv_slew,0,
final_timing,worst_pin_slew,0.886,ns
logic_synthesis,top_area_cell,"dfxtp_1",
clock_tree,insertion_delay,0.28,ns
setup_path,cp-end-kind,"flop",
setup_path,worstPathRequired,7.63,ns
setup_path,cp-start-kind,"flop",
final_timing,rsz0062_at_grt,"false",
cells_and_area,fin_cells,282,
final_timing,hold_violations,0,
setup_path,crit_path_max_fanout,15,
detailed_routing,drt-pass1-iter-count,4,
detailed_routing,n_antenna_cell,0,
pwr,pwr-share-clk,41.5,%
logic_synthesis,yosys-top-cells-count,"dfxtp_1, nor2_1",
placed_design,io_buffers,1,
detailed_routing,drt_wl_total,3740,um
job,cap_violations,0,
logic_synthesis,postSynthCellCount,207,
floorplanning,die-area,6500,um^2
cells_and_area,drive_gt1_share,15.5,%
floorplanning,core_area,5960,um^2
grt,grt_max_degree,16,
detailed_routing,via_per_inst,5.18,
final_timing,clock-skew-final,0.00501,ns
floorplanning,rows,28,
logic_synthesis,yosys_area,1860,um^2
logic_synthesis,synth_top_cell_by_count,"dfxtp_1",
clock_tree,hold_buffers,0,
placed_design,numPlacedInstances,274,
logic_synthesis,synth_seq_share,36.1,%
final_timing,finalSetupTns,0,ns
logic_synthesis,ys_top_logic_family,"simple AND/OR/NAND/NOR gates",
logic_synthesis,aoi_share,15.2,%
clock_tree,clockBufferDepth,2,
logic_synthesis,top_cells_by_area,"dfxtp_1, xnor2_1, nor4_1",
final_timing,period_needed,3.24,ns
floorplanning,die.size.y,80.6,um
detailed_routing,drtIter0Drc,134,
cells_and_area,area_growth,5.87,%
logic_synthesis,synth-simple-area-share,32.6,%
floorplanning,ioPinCount,3,
logic_synthesis,edf_count,1,
grt,grt_pass1_vias,1284,
clock_tree,cts_resized,0,
logic_synthesis,ff_type,"dfxtp_1",
[layer usage]
| metal | vias up | global-route usage [%] | routed length [um] |
|---|---|---|---|
| met2 | 23 | 18.5 | 1590 |
| li1 | 780 | - | - |
| met5 | - | 0 | 0 |
| met1 | 652 | 20.3 | 1930 |
| met4 | 0 | 1.79 | 66 |
| met3 | 5 | 3.23 | 150 |
[worst max-delay path: stages, from the launching register on]
cell      delay (ns)
dfxtp_1         0.49
nand2_1         0.16
or3_1           0.57
or4_4           0.54
a211o_1         0.37
nor4b_4         0.76
a21boi_0        0.19
[area by class of cell]
cell class                 count  area, um^2
fill                         642        3990
multi-input combinational    161        1090
sequential                    33         671
tap                           75        93.8
clock buffer                   6        72.6
timing repair buffer           2        17.5
inverter                       3        11.3
clock inverter                 2        10.0
[state kept, by name, indices dropped and copies added, names as in the netlist]
name	count
clock	1
i	32
[cells by family after synthesis]
family	count (synthesis)
and+or+nand+nor	100
xor gates and xnor gates	21
adders and majority gates	1
DFF	33
AOI/OAI and AO/OA	39
buffers and inverters	13
[layout by cell type, fill, tap and decap left out, types with 2 or more instances in the layout]
cell type,instances
and4_1,4
xor2_1,8
nor2_1,14
nor4_1,12
and3_1,2
inv_1,3
a211o_2,2
xnor2_1,13
nand4_1,10
nand3b_1,2
nand3_1,13
and2_1,2
clkbuf_8,5
nand2_1,13
and3_2,3
or2_2,2
o21a_1,2
a211oi_1,2
clkinv_2,2
o21ai_0,2
and4_2,2
nor3_1,7
dfxtp_1,32
a21oi_1,13
o31a_2,6
[power by group through the flow]
stage / logic, mW / registers (mW) / clock network (mW)
global route: 0.000000333 / 0.176 / 0.139
CTS: 0.000000333 / 0.176 / 0.131
finish: 0.000000333 / 0.176 / 0.125
[final timing paths]
kind / startpoint / endpoint / slack [ns] / cells past startpoint
worst max-delay path: i[2] / i[1] / 4.26 / 6
worst min-delay path: i[31] / i[31] / 0.48 / 1
worst max register to register: i[2] / i[1] / 4.26 / 6
worst min register to register: i[31] / i[31] / 0.48 / 1
Power is estimated from default activity; no workload was simulated.
