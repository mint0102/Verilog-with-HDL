==> flow/design.v <==
module illegal( pos1,pos2,pos3,pos4,pos5,pos6,pos7,pos8,pos9, Play1_en, Play2_en, illegal);
	input [1:0] pos1,pos2,pos3,pos4,pos5,pos6,pos7,pos8,pos9; 
   input [8:0] Play1_en, Play2_en;
   output wire illegal;
wire temp1,temp2,temp3,temp4,temp5,temp6,temp7,temp8,temp9;
wire temp11,temp12,temp13,temp14,temp15,temp16,temp17,temp18,temp19;
wire temp21,temp22;
assign temp1 = (pos1[1] | pos1[0]) & Play1_en[0];
assign temp2 = (pos2[1] | pos2[0]) & Play1_en[1];
assign temp3 = (pos3[1] | pos3[0]) & Play1_en[2];
assign temp4 = (pos4[1] | pos4[0]) & Play1_en[3];
assign temp5 = (pos5[1] | pos5[0]) & Play1_en[4];
assign temp6 = (pos6[1] | pos6[0]) & Play1_en[5];
assign temp7 = (pos7[1] | pos7[0]) & Play1_en[6];
assign temp8 = (pos8[1] | pos8[0]) & Play1_en[7];
assign temp9 = (pos9[1] | pos9[0]) & Play1_en[8];
assign temp11 = (pos1[1] | pos1[0]) & Play2_en[0];
assign temp12 = (pos2[1] | pos2[0]) & Play2_en[1];
assign temp13 = (pos3[1] | pos3[0]) & Play2_en[2];
assign temp14 = (pos4[1] | pos4[0]) & Play2_en[3];
assign temp15 = (pos5[1] | pos5[0]) & Play2_en[4];
assign temp16 = (pos6[1] | pos6[0]) & Play2_en[5];
assign temp17 = (pos7[1] | pos7[0]) & Play2_en[6];
assign temp18 = (pos8[1] | pos8[0]) & Play2_en[7];
assign temp19 = (pos9[1] | pos9[0]) & Play2_en[8];
assign temp21 =((((((((temp1 | temp2) | temp3) | temp4) | temp5) | temp6) | temp7) | temp8) | temp9);
assign temp22 =((((((((temp11 | temp12) | temp13) | temp14) | temp15) | temp16) | temp17) | temp18) | temp19);
assign illegal = temp21 | temp22 ;
endmodule 
==> flow/run.sh <==
#!/bin/bash
# OpenROAD 26Q1-2900-gdf79404cd8, Yosys 0.63+post, stock flow scripts
make -C /OpenROAD-flow-scripts/flow DESIGN_CONFIG=/design/flow/config.mk WORK_HOME=/design/flow/orfs finish
==> flow/config.mk <==
export PLATFORM = sky130hd
export DESIGN_NAME = illegal
export DESIGN_NICKNAME = illegal
export VERILOG_FILES = /design/flow/design.v
export SDC_FILE = /design/flow/constraint.sdc
export NUM_CORES = 4
export LEC_CHECK = 1
export CORE_AREA = 10 10 70 70
export DIE_AREA = 0 0 80 80
==> flow/constraint.sdc <==
current_design illegal

set clk_period 1.3
set clk_io_pct 0.2

create_clock -name clk0 -period $clk_period

set non_clock_inputs [all_inputs -no_clocks]
set_input_delay [expr $clk_period * $clk_io_pct] -clock clk0 $non_clock_inputs
set_output_delay [expr $clk_period * $clk_io_pct] -clock clk0 [all_outputs]
==> results.py <==
# Flow results
metrics = {
    "synthesis": {
        "yosysTopAreaCell": "o22ai_1",
        "top_area_frac": 0.597,
        "avgSynthCellArea_um2": 6.45,
        "ys_types": 6,
        "synthesis.instances": 13,
        "ys_cells": 13,
        "synth.area.top_cells": "o22ai_1 (60%), o22ai_2 (15%), nand4_1 (7.5%)",
        "ys_seq_frac": 0,
        "synth_area_um2": 83.8,
        "top_cell": "o22ai_1",
        "yosys-stat-area_um2": 83.8,
        "yosysWarningCount": 0,
    },
    "finish": {
        "regArea_um2": 0,
        "seq_cells": 0,
        "drive_above_1_share": 0.880,
        "finish.utilization": 0.123,
        "syn_to_final_growth_pct": 401,
        "instances_no_fill": 96,
        "clock_buffers": 0,
        "n_fill_cell": 404,
    },
    "run": {
        "warnings": 34,
        "maxCapViolations": 0,
    },
    "global_route": {
        "grt_pass1_vias": 320,
        "grt_start_max_net_pins": 2,
        "grt_first_pass_wirelength_um": 1520,
        "grt.overflow.total": 0,
        "antenna_found_initial": 0,
        "track_usage": 0.0293,
    },
    "routing": {
        "wl_um": 1100,
        "first_iter_violations": 0,
        "vias": 283,
        "drtPass1Iterations": 1,
        "n_antenna_cell": 0,
        "final_antenna_net_count": 0,
        "via_per_inst": 2.95,
        "wl_per_cell_um": 11.5,
        "drc_errors": 0,
    },
    "critical_path": {
        "cp-start-kind": "input pin",
        "worstPathRequired_ns": 1.04,
        "path_max_fanout": 1,
        "end_kind": "output pin",
        "path_class": "input pin to output pin",
        "crit_arrival_ns": 1.05,
    },
    "final_timing": {
        "drv_slew": 0,
        "fmax_mhz": 761,
        "setup_viol": 1,
        "fin_tns_setup_ns": -0.0148,
        "finalHoldViolCount": 0,
        "rsz0062_at_grt": "true",
        "period_minus_slack_ns": 1.31,
        "setup_slack_ns": -0.0148,
        "finalCritPeriodShare": 1.01,
        "tightestPinTransition_ns": 0.128,
        "relSlewSlack": 0.915,
        "whs_ns": 0.883,
    },
    "power_and_ir_drop": {
        "power_mw": 0.103,
        "peakVddDrop_uv": 16.4,
        "p_leak_nw": 0.196,
        "p_per_area_nw_per_um2": 245,
    },
    "place": {
        "dp_hpwl_um": 1020,
        "placed_cells": 96,
        "gp_congestion": 0.951,
        "io_buffers": 37,
    },
    "die": {
        "rows": 21,
        "fp_util": 0.0245,
        "core-area_um2": 3420,
        "die_w_um": 80,
        "die_y_um": 80,
        "dieArea_um2": 6400,
        "pin_count": 37,
    },
    "clock_tree": {
        "post_cts_buffers": 0,
    },
    "outcome": {
        "failed_checks": "negative setup slack",
        "status": "finished with violations",
    },
    "min_path": {
        "min_path_type": "input pin to output pin",
        "min_to": "illegal",
        "worstHoldStart": "Play2_en[5]",
        "whs_path_depth": 5,
    },
}
==> metrics by stage <==
stage | cell area, um^2 | worst slack (ns)
3_5_place_dp | 512 | -0.704
5_1_grt | 420 | -0.0351
2_1_floorplan | 83.8 | 0.225
3_3_place_gp | 512 | -0.686
4_1_cts | 387 | -0.0263
6_report | 420 | -0.0148
==> critical path, stage by stage <==
cell and delay [ns]:
buf_6 0.09, o22ai_2 0.15, nand3_1 0.10, or3_1 0.34
buf_2 0.12
==> worst max path at each step <==
stage	slack, ns	to	start	cells after the start
CTS	-0.03	illegal	pos8[1]	5
global route	-0.04	illegal	pos9[1]	5
finish	-0.01	illegal	pos9[1]	5
==> what timing repair did <==
item                       in CTS  in global routing
hold buffers                    0                  0
pin swaps                      13                  7
gates resized                 119                  9
setup endpoints to repair       1                  1
==> logic make-up after synthesis <==
kind of cell     after synthesis  share of synthesized area
AND-OR/OR-AND                  9                      0.746
AND/OR/NAND/NOR                4                      0.254
==> report_power, final <==
| part | internal, mW | total [mW] | switching [mW] |
|---|---|---|---|
| Combinational | 0.0732 | 0.103 | 0.0297 |
| Sequential | 0 | 0 | 0 |
| Clock | 0 | 0 | 0 |
==> layout make-up <==
cell class                 count  area, um^2  area share
tap                           46        57.6       0.137
multi-input combinational     13         121       0.289
timing repair buffer          37         241       0.574
==> cells in the final DEF (no fill, tap or decap) <==
cell,Yosys,routed
buf_6,0,9
o22ai_1,8,2
clkbuf_2,0,2
o22ai_2,1,7
buf_2,0,26
or3_1,1,1
nand4_1,1,1
nand2_1,1,1
nand3_1,1,1
==> metal layers <==
layer | up-vias | wire length [um] | global-route usage | part of all wire
li1 | 135 | - | - | -
met1 | 119 | 511 | 0.0356 | 0.46
met2 | 29 | 421 | 0.0498 | 0.38
met3 | 0 | 167 | 0.0125 | 0.15
met4 | 0 | 0 | 0 | 0
met5 | - | 0 | 0 | 0
