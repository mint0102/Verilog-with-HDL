===== ./run.sh =====
#!/bin/bash
# OpenROAD 26Q1-2900-gdf79404cd8, Yosys 0.63+post, stock flow scripts
make -C /OpenROAD-flow-scripts/flow DESIGN_CONFIG=/design/flow/config.mk WORK_HOME=/design/flow/orfs finish

===== ./config.mk =====
export PLATFORM = sky130hd
export DESIGN_NAME = end_game
export DESIGN_NICKNAME = end_game
export VERILOG_FILES = /design/flow/design.v
export SDC_FILE = /design/flow/constraint.sdc
export NUM_CORES = 4
export LEC_CHECK = 1
export CORE_AREA = 10 10 70 70
export DIE_AREA = 0 0 80 80

===== ./constraint.sdc =====
current_design end_game

set clk_period 1.9
set clk_io_pct 0.2

create_clock -name clk0 -period $clk_period

set non_clock_inputs [all_inputs -no_clocks]
set_input_delay [expr $clk_period * $clk_io_pct] -clock clk0 $non_clock_inputs
set_output_delay [expr $clk_period * $clk_io_pct] -clock clk0 [all_outputs]

===== ./design.v =====
module detect_3(input [1:0] pos0,pos1,pos2, output wire winner, output wire [1:0]who);
wire [1:0] temp0,temp1,temp2;
wire temp3;
assign temp0[1] = !(pos0[1]^pos1[1]);
assign temp0[0] = !(pos0[0]^pos1[0]);
assign temp1[1] = !(pos2[1]^pos1[1]);
assign temp1[0] = !(pos2[0]^pos1[0]);
assign temp2[1] = temp0[1] & temp1[1]; 
assign temp2[0] = temp0[0] & temp1[0];
assign temp3 = pos0[1] | pos0[0]; 
assign winner = temp3 & temp2[1] & temp2[0];
assign who[1] = winner & pos0[1];
assign who[0] = winner & pos0[0];
endmodule
module end_game(temp, pos1,pos2,pos3,pos4,pos5,pos6,pos7,pos8,pos9, winner, who);
input [1:0] temp;
input [1:0] pos1,pos2,pos3,pos4,pos5,pos6,pos7,pos8,pos9;
output wire winner;
output wire [1:0]who;
wire win1,win2,win3,win4,win5,win6,win7,win8;
wire [1:0] who1,who2,who3,who4,who5,who6,who7,who8;
detect_3 u123(pos1,pos2,pos3,win1,who1); 
detect_3 u456(pos4,pos5,pos6,win2,who2); 
detect_3 u789(pos7,pos8,pos9,win3,who3); 
detect_3 u147(pos1,pos4,pos7,win4,who4); 
detect_3 u258(pos2,pos5,pos8,win5,who5); 
detect_3 u369(pos3,pos6,pos9,win6,who6); 
detect_3 u159(pos1,pos5,pos9,win7,who7); 
detect_3 u357(pos3,pos5,pos7,win8,who8); 
assign winner = (((((((win1 | win2) | win3) | win4) | win5) | win6) | win7) | win8);  
assign who = (((((((who1 | who2) | who3) | who4) | who5) | who6) | who7) | who8);  
endmodule 

==> results.txt <==
yosys + openroad results -> Tightest Pin Transition 357 ps, layout cells sized above 1 60.6%, Comb pwr share 100.0%, fp_density 11.5%, fin worst setup slack -243 ps, cell accounting for the most synthesized area and3_1, Max-area cell share 17.5%, top cells, area and3_1, nor3_1, nand3_1, o21ai_0, or4bb_1, chip width 80 µm, Worst EP required 1520 ps, residual DRC count 0, worst relative slew slack 76.0%, Setup violations, final 2, Wirelength per Cell 13.5 µm, VDD IR max 71.0 µV, number of port buffers 21, post-DP HPWL 1670 µm, cts hold-fix bufs 0, worst path arrival time 1760 ps, Clk pwr share 0%, Lkg Pwr 0.386 nW, Final Non-Filler Cells 150, Iter 0 DRT Violations 71, first-pass GRT wire length 3390 µm, core area 0.00342 mm², critical path endpoint category output pin, Final period util 113%, Routed WL 2030 µm, yosys stat chip area 394 µm², critical path, cell by cell buf_2 > and3_4 > a21boi_1 > or4_1 > or4_4 > buf_2, synth-to-layout area growth 133%, Sw Share 41.5%, Hold Fails Final Rpt 0, Max Fclk 467 MHz, die span in y 80 µm, CP top delay family simple AND/OR/NAND/NOR gates, status finished, violations left, WHS Endpoint who[0], hold_ws 1180 ps, num rows 21, critical path class primary input to output pin, gp weighted congestion 0.910, largest net degree at the start of global routing 9, Tot GR Track Use 6.40%, vias in the first global route 688, Crit path top cell by count buf_2, Pins Over Slew Limit 0, register area share after synthesis 0%, placed cell count 147, syn_area_per_cell 6.16 µm², YS warnings 0, Flop area 0 µm², max incr delay on CP 420 ps, startpoint types primary input, Via density 4.55, Final Critical Period 2140 ps, maxcap violations 0, # IOs 23, net switching power figure 0.0735 mW, Pwr Density 193 mW/mm², grt total ovfl 0, hold_sp pos3[0], RSZ-0062 raised after global routing true, Mapped Cells 64, Hold Crit Class primary input to output pin, flip-flops 0, internal power 0.104 mW, ANT nets after route 0, Die Size 0.00640 mm², Vias 682, Seq pwr share 0%, Combinational Area 507 µm², synth unique cells 23, Syn Std Cell Area 394 µm², clock buffers 0, Crit Path Max Fanout 2, initial antenna violation count 0, crit path max-delay cell type or4_1, n_diodes 0, DR pass1 iterations 4, Fillers 365, CP bufs+invs 2, tally of OpenROAD warnings 36, Hold Path Depth 4, ys cells 64, failing checks negative setup slack
==> cell type report <==
cell class                 instances  area share (%)
timing repair buffer              41            38.6
multi-input combinational         63            55.2
tap                               46            6.27
==> per-stage QoR <==
| stage | worst slack [ps] | util, % | setup TNS [ps] | instance area [µm²] | power [mW] |
|---|---|---|---|---|---|
| after global placement | -1050 | 22.8 | -2870 | 778 | 0.150 |
| after global routing | -305 | 26.9 | -530 | 918 | 0.192 |
| after floorplan | 32.5 | - | 0 | 394 | 0.0404 |
| after CTS | -223 | 26.3 | -363 | 900 | 0.170 |
| after detailed placement | -1060 | 22.8 | -2870 | 778 | 0.150 |
| final | -243 | 26.9 | -377 | 918 | 0.177 |
==> timing repair <==
item / in CTS / in global routing
pin swaps: 16 / 3
setup endpoints to repair: 3 / 3
resized: 129 / 8
gates cloned: 0 / 0
buffers inserted: 3 / 1
==> power groups by stage <==
stage / registers (mW) / logic (mW) / clock network, mW
after global routing: 0 / 0.192 / 0
after CTS: 0 / 0.170 / 0
final: 0 / 0.177 / 0
==> worst min-delay path, stage by stage <==
cell and delay [ps]:
buf_8 80, buf_6 100, a221o_1 140, buf_2 90
==> kinds of logic (layout without fill, tap and decap cells) <==
| logic type | after synthesis | in the layout | synth area share (%) |
|---|---|---|---|
| AND/OR/NAND/NOR | 46 | 46 | 69.8 |
| AND-OR/OR-AND | 17 | 17 | 27.3 |
| buffers and inverters | 1 | 41 | 2.86 |
==> Yosys cell counts <==
| cell | count |
|---|---|
| a2111o_1 | 1 |
| or4_1 | 2 |
| o21ai_0 | 5 |
| a21oi_1 | 3 |
| nor2_1 | 3 |
| nand4_1 | 1 |
| nor2b_1 | 1 |
| or2_2 | 1 |
| nand2b_1 | 2 |
| a31oi_1 | 2 |
| and3_1 | 11 |
| o21bai_1 | 1 |
| nor3_1 | 11 |
| nand3_1 | 6 |
| a21boi_1 | 1 |
| or4bb_1 | 2 |
| o22ai_1 | 3 |
| nor4bb_1 | 1 |
| or3_1 | 3 |
| a221o_1 | 1 |
| nand4b_1 | 1 |
| buf_6 | 1 |
| nand2_1 | 1 |
==> layout by cell type, fill, tap and decap left out, drive strengths merged, types with 2 or more instances in the layout <==
| master | instances |
|---|---|
| nand3 | 6 |
| o22ai | 3 |
| o21ai | 5 |
| clkbuf | 2 |
| nand2b | 2 |
| or3 | 3 |
| buf | 39 |
| a21oi | 3 |
| nor2 | 3 |
| and3 | 11 |
| nor3 | 11 |
| or4bb | 2 |
| or4 | 2 |
| a31oi | 2 |
==> metal layers <==
layer,up-vias,track usage (%),wire [µm]
met3,2,0.909,105
met1,310,9.03,1000
met4,0,0.704,21
met2,21,10.3,895
li1,349,-,-
met5,-,0,0
==> worst max-delay path by stage <==
stage	start	to	slack (ps)	depth (start not counted)
final	pos8[1]	winner	-240	6
after CTS	pos8[1]	winner	-220	6
after global routing	pos8[1]	winner	-300	6
No activity file was given, so power comes from the tool's default toggle rates.
